--- flow/config.mk ---
export PLATFORM = sky130hd
export DESIGN_NAME = alu
export DESIGN_NICKNAME = alu
export VERILOG_FILES = /design/flow/design.v
export SDC_FILE = /design/flow/constraint.sdc
export NUM_CORES = 4
export LEC_CHECK = 1
export CORE_UTILIZATION = 30
--- flow/constraint.sdc ---
current_design alu

set clk_period 14.2
set clk_io_pct 0.2

create_clock -name clk0 -period $clk_period

set non_clock_inputs [all_inputs -no_clocks]
set_input_delay [expr $clk_period * $clk_io_pct] -clock clk0 $non_clock_inputs
set_output_delay [expr $clk_period * $clk_io_pct] -clock clk0 [all_outputs]
--- flow/design.v ---
module alu #(parameter n=8) (
input logic [n-1:0] a, b,  
input logic [2:0] func,  
output logic [3:0] flags,  
output logic [n-1:0] result
); 
logic [n-1:0] ar,a1,b1,bsub;  
logic [2*(n)-1:0] mult_out;
always_comb
begin
if(func==3'b011)
bsub = ~b + 1'b1;  
else bsub = b;
ar = a + bsub;
end  
always_comb
begin
a1 = 0;
b1 = 0;
flags = 4'b0;
result = a;  
mult_out = 0;
case(func)
3'b000 : result = a;
3'b001 : result = b;
3'b010 : begin
result = ar;  
flags[3] = a[7] & b[7] & ~result[7] | ~a[7] & ~b[7] & result[7];  
flags[0] = a[7] & b[7] | a[7] & ~result[7] | b[7] & ~result[7];  
end
3'b011 : begin
result = ar;  
flags[3] = a[7] & ~b[7] & ~result[7] | ~a[7] & b[7] & result[7];  
flags[0] = ~a[7] & b[7] | ~a[7] & result[7] | b[7] & result[7];
end 
3'b101 : 
if (a==b) 
    result = 8'b0;
3'b110 : 
if (a!=b)
    result = 1;
3'b100 : begin
    a1 = a;
    b1 = b;
mult_out = a1*b1; 
result = mult_out[(2*n)-2:7];
if(a[7]==1)
begin
    a1 = ~a + 1'b1;
    mult_out = a1*b1;
    result = ~(mult_out[(2*n)-2:7]) + 1'b1;
end
if(b[7]==1)
begin
    b1 = ~b + 1'b1;
    mult_out = a1*b1; 
    result = ~(mult_out[(2*n)-2:7]) + 1'b1;
end
end
3'b111 : begin
    a1 = a;
    b1 = b;
mult_out = a1*b1; 
result = mult_out[n-1:0];
if(a[7]==1)
begin
    a1 = ~a + 1'b1;
    mult_out = a1*b1;
    result = ~(mult_out[n-1:0]) + 1'b1;
end
if(b[7]==1)
begin
    b1 = ~b + 1'b1;
    mult_out = a1*b1; 
    result = ~(mult_out[n-1:0]) + 1'b1;
end
end
endcase
flags[1] = result == {n{1'b0}};  
flags[2] = result[n-1];  
end  
endmodule  
--- flow/run.sh ---
#!/bin/bash
# OpenROAD 26Q1-2900-gdf79404cd8, Yosys 0.63+post, stock flow scripts
make -C /OpenROAD-flow-scripts/flow DESIGN_CONFIG=/design/flow/config.mk WORK_HOME=/design/flow/orfs finish
==> metrics.cfg <==
[run_status]
outcome=finished clean

[yosys]
synthTopCellsByCount=inv_1, ha_1, fa_1
synth_cells=1063
yosysTopAreaCell=fa_1
yosysCellCount=1063
synth.most_common_cell=inv_1
syn_area_um2=8420
ys_warn_count=1
yosys-top-cells-area=fa_1, ha_1, inv_1, xnor2_1, and2_1
synth_cell_types=84
top_area_frac=0.252
postSynthSeqShare=0
ys_area_um2=8420
synth_area_per_cell_um2=7.92

[finish]
post-route-util=0.339
areaGrowthSynthToFinish_pct=9.78
drive_gt1_frac=0.0509
seq_cell_count=0
finalInstanceArea_um2=9240
clock_buffers=0
seq_area_um2=0

[floorplan]
die_x_um=170
io_pins=31
core-area_um2=27300
rows=60
die_h_um=170
dieArea_um2=28700
floorplan.core_util=0.309

[critical_path]
path_depth=28
end_kind=output pin
critPathLaunch=b[1]
crit_arrival_ns=10.77
cpLargestDelayFamily=adder cells
critPathBufInv=8
path_max_fanout=14
critPathKind=in -> out
path_common_cell=inv_1
max_stage_delay_ns=0.58
crit_path_top_delay_cell=fa_1
endpoint=flags[1]
start_kind=primary input
worstPathRequired_ns=11.36

[routing]
antenna_left=0
antenna_cells=0
wl_per_cell_um=16.6
routed_wl_um=24100
drt-vias-per-instance=5.02
via_count=7300
firstDrtPassIters=7
first_iter_violations=383
drc=0

[final_timing]
hold_viol_final=0
rsz0062_at_grt=no
finalCriticalPeriod_ns=13.61
relSlewSlack=0.455
tightest_slew_ns=0.812
finalClockPeriodUsage=0.958
finalMaxSlewViolations=0
fin_tns_setup_ns=0
fin_ws_ns=0.590
max_freq_mhz=73.5
finalSetupViolations=0

[pwr]
p_per_area_nw_per_um2=158
p_leak_nw=4.47
ir_drop_mv=0.139

[place]
place_ws_ns=0.700
portBuffers=31
gp_congestion=0.958
hpwl_um=19800
placed_area_um2=9240

[flow_run]
tool_warnings=36
cap_violations=0

[clocking]
cts_setup_buffers=0
postCtsHoldBufs=0
cts_resized=0

[global_routing]
gr-total-overflow=0
grt_pass1_vias=7225
grt_max_degree=36
antenna_found_initial=0
grt_use_total=0.182
grt_pass1_wl_um=39700

[hold_path]
worstHoldPathType=in -> out
hp-start=func[0]

==> tightest hold or removal path, delay by kind of cell <==
kind                   cells  cell delay (ns)
AOI/OAI and AO/OA          1             0.12
buffers and inverters      3             1.11
==> routing by layer <==
layer / vias up / share of wire / routed length, um / track usage
met3: 31 / 0.085 / 2040 / 0.0473
met4: 0 / 0.016 / 394 / 0.0251
met1: 3435 / 0.49 / 11800 / 0.286
met2: 280 / 0.41 / 9870 / 0.260
li1: 3554 / - / - / -
met5: - / 0 / 0 / 0
==> area by class of cell <==
| class | count | area (um2) |
|---|---|---|
| Fill cell | 2827 | 18000 |
| Timing Repair Buffer | 59 | 520 |
| Tap cell | 372 | 465 |
| Inverter | 167 | 627 |
| Multi-Input combinational cell | 855 | 7630 |
==> worst min-delay path by stage <==
| stage | slack, ns | to | cells after the start |
|---|---|---|---|
| CTS | 6.94 | flags[0] | 4 |
| global route | 6.98 | flags[0] | 4 |
| finish | 6.93 | flags[0] | 4 |
==> placed cells by master (no fill, tap or decap), types with 4 or more instances in the layout <==
| master | instances |
|---|---|
| a221oi_1 | 4 |
| a211o_1 | 4 |
| nand2_1 | 88 |
| clkdlybuf4s50_1 | 31 |
| o2111a_1 | 4 |
| nand2b_1 | 19 |
| o2111ai_1 | 4 |
| o21ai_1 | 4 |
| a21oi_1 | 38 |
| or2_2 | 4 |
| a21o_1 | 14 |
| a211oi_1 | 11 |
| nand3_1 | 20 |
| o21ai_0 | 30 |
| ha_1 | 127 |
| nor2_1 | 90 |
| and2_1 | 63 |
| nor3_1 | 13 |
| o21a_1 | 6 |
| mux2i_1 | 7 |
| buf_4 | 28 |
| nor4_1 | 4 |
| a31oi_1 | 6 |
| fa_1 | 106 |
| o211ai_1 | 5 |
| nor2b_1 | 13 |
| inv_1 | 166 |
| xnor2_1 | 46 |
| and3_1 | 6 |
| nor3b_1 | 4 |
| xor2_1 | 29 |
| or3_1 | 9 |
==> where the power goes <==
part / internal (mW) / total [mW] / switching [mW] / leakage (nW)
Clock: 0 / 0 / 0 / 0
Combinational: 0.607 / 1.46 / 0.849 / 4.47
Sequential: 0 / 0 / 0 / 0
Total: 0.607 / 1.46 / 0.849 / 4.47
==> logic make-up after synthesis <==
family / count (synthesis) / share of synthesized area
multiplexers: 9 / 0.0123
XOR/XNOR: 78 / 0.0846
AND-OR/OR-AND: 176 / 0.151
buffers and inverters: 208 / 0.0938
adder cells (fa/ha/maj): 233 / 0.441
AND/OR/NAND/NOR: 359 / 0.218
==> through the flow <==
step | hold slack [ns] | cells | power (mW)
finish | 6.93 | 1453 | 1.46
CTS | 6.94 | 1453 | 1.45
detailed placement | 6.93 | 1453 | 1.43
floorplan | 5.77 | 1063 | 1.09
global placement | 6.93 | 1453 | 1.44
global route | 6.98 | 1453 | 1.63
No activity file was given, so power comes from the tool's default toggle rates.
