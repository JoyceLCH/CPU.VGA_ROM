--- ./design.v ---
module regs #(parameter n = 8)  
(input logic clk, w1, 
 input logic [n-1:0] Wdata1,
 input logic [4:0] Raddr1, Raddr2,
 output logic [n-1:0] Rdata1, Rdata2);
logic [n-1:0] gpr [31:0];
always_ff @ (posedge clk)
begin
if (w1)
   	gpr[Raddr2] <= Wdata1;
end
always_comb
begin
	if (Raddr1==5'd0)
	    Rdata1 =  {n{1'b0}};
    else
		Rdata1 = gpr[Raddr1];
	if (Raddr2==5'd0)
	    Rdata2 =  {n{1'b0}};
	else  
		Rdata2 = gpr[Raddr2];
end	
endmodule  
--- ./run.sh ---
#!/bin/bash
# OpenROAD 26Q1-2900-gdf79404cd8, Yosys 0.63+post, stock flow scripts
make -C /OpenROAD-flow-scripts/flow DESIGN_CONFIG=/design/flow/config.mk WORK_HOME=/design/flow/orfs finish
--- ./config.mk ---
export PLATFORM = sky130hd
export DESIGN_NAME = regs
export DESIGN_NICKNAME = regs
export VERILOG_FILES = /design/flow/design.v
export SDC_FILE = /design/flow/constraint.sdc
export NUM_CORES = 4
export LEC_CHECK = 1
export CORE_UTILIZATION = 50
--- ./constraint.sdc ---
current_design regs

set clk_period 2.1
set clk_io_pct 0.2

create_clock -name clk0 -period $clk_period [get_ports {clk}]

set non_clock_inputs [all_inputs -no_clocks]
set_input_delay [expr $clk_period * $clk_io_pct] -clock clk0 $non_clock_inputs
set_output_delay [expr $clk_period * $clk_io_pct] -clock clk0 [all_outputs]
==> impl_metrics.yaml <==
# yosys + openroad results
setup_path:
  end_kind: "output pin"
  path_buffers: 2
  crit_fanout: 2
  crit_slowest_cell: "mux4_2"
  crit_required_ps: 1680
  cp_cell_sequence: "buf_4 > mux4_2 > mux2_4 > a221o_1 > and3_4 > buf_2"
  cpPeakStageDelay_ps: 460
  worstSetupPathType: "reg -> out"
  cp-start-kind: "flop"
  critical-path-top-delay-family: "multiplexers"
  crit_arrival_ps: 2390
final_timing:
  fin_setup_tns_ps: -8170
  rsz0062_at_grt: "yes"
  finalHoldWorstSlack_ps: 684
  max_slew_margin_pct: 66.1
  slew_viol_final: 0
  worst_pin_slew_ps: 507
  fmax_mhz: 356
  min_period_ps: 2810
  hold_violations: 0
  finalClockPeriodUsage_pct: 134
  worst_slack_ps: -706
  setup-violations-final: 16
synthesis:
  edf_count: 256
  yosysCellCount: 611
  syn_inst: 611
  yosysTopAreaCell: "edfxtp_1"
  top_area_share_pct: 64.2
  top_cells_by_count: "edfxtp_1, mux4_2, nor2_1"
  ys_seq_elements: 256
  synth_seq_share_pct: 64.2
  avgSynthCellArea_um2: 19.6
  ys_chip_area_um2: 12000
  area_leaders: "edfxtp_1, mux4_2, mux2i_1, a22oi_1, a22o_1"
  synth_top_cell_by_count: "edfxtp_1"
  ys_types: 39
  synthArstFlopShare_pct: 0
  synthesis.area_um2: 12000
  yosysWarnings: 1
  flop_cell: "edfxtp_1"
finish:
  largest_reg_flops: 256
  top_regs: "gpr (256)"
  area_growth_pct: 27.0
  fin_util_pct: 64.8
  drive_above_1_share_pct: 50.6
  regMostFlops: "gpr"
routing:
  wire_per_inst_um: 30.5
  post-route-drc-count: 0
  route.vias.total: 7355
  viasPerCell: 6.33
  first_pass_iters: 7
  drt_iter0_drc: 531
  postRouteAntennaNets: 0
  wirelength_um: 35400
floorplan:
  boundaryPins: 36
  die_w_um: 157
  die_h_um: 157
  design.core.area_um2: 23500
  initial_utilization_pct: 51.0
  design.die.area_um2: 24600
  std_cell_rows: 56
min_path:
  min_path_cells: 2
  holdPathEnd: "gpr[3][1]$_DFFE_PP_"
  holdCritPathClass: "in -> reg"
  hold_start: "Wdata1[1]"
global_route:
  grt_usage_pct: 34.4
  antenna_found_initial: 3
  overflow: 0
  grt_pass1_wl_um: 52300
  grt_max_degree: 33
  grt_pass1_vias: 8133
placement:
  place_ws_ps: -1210
  dp_hpwl_um: 25500
  io_buffers: 35
  gp_congestion: 1.00
cts:
  clockBufferDepth: 3
  clock-sinks: 256
  cts_tree: "done"
  root_buffer: "clkbuf_16"
  htreeDepth: 1
  path_clk_slew_ps: 60
  cts_buffers: 27
status:
  violations: "setup timing"
  outcome: "complete, but fails checks"
power:
  pwr_density_cell_nw_per_um2: 763
  p_leak_nw: 5.21
  power_w: 0.0116
  ir_worst_vdd_v: 0.000506
flow_run:
  maxCapViolations: 0
  tool_warnings: 28
==> placed cells by master (no fill, tap or decap), types with 5 or more instances in the layout <==
master	netlist	layout
clkinv_1	0	9
clkbuf_16	0	27
buf_12	0	9
edfxtp_1	256	256
mux2i_1	29	27
buf_4	10	171
clkdlybuf4s50_1	0	12
nor2_1	37	36
a31oi_1	8	5
mux4_2	110	112
a221oi_2	0	8
o221ai_2	0	8
buf_6	7	11
a22oi_1	19	16
mux2_4	1	5
a22o_1	16	12
buf_2	9	17
a211oi_2	0	10
==> logic make-up after synthesis <==
logic type	share of synthesized area, %
DFF	64.2
and+or+nand+nor	3.29
buffers and inverters	2.41
AOI/OAI and AO/OA	5.58
muxes	24.5
==> what timing repair did <==
action                     in CTS  in global routing
pin swaps                      40                 12
setup endpoints to repair      16                 16
gates cloned                    1                  0
setup buffers                  19                  7
hold buffers                    0                  0
gates resized                 123                  7
==> where the power goes <==
part	total (W)	switching [W]	internal [W]
combinational	0.00126	0.000659	0.000600
clock	0.00463	0.00193	0.00271
sequential	0.00571	0.0000259	0.00569
==> how the worst max path moves through the flow <==
stage	cells past startpoint	slack, ps	from	endpoint
6_report	6	-710	gpr[14][2]$_DFFE_PP_	Rdata1[2]
4_1_cts	6	-760	gpr[15][2]$_DFFE_PP_	Rdata1[2]
5_1_grt	6	-770	gpr[14][2]$_DFFE_PP_	Rdata1[2]
==> final cells by class <==
| cell class | instances | area [µm²] |
|---|---|---|
| antenna | 1 | 2.50 |
| clock buffer | 31 | 691 |
| clock inverter | 18 | 159 |
| fill | 1631 | 8270 |
| inverter | 1 | 3.75 |
| multi-input combinational | 309 | 4380 |
| sequential | 256 | 7690 |
| tap | 319 | 399 |
| timing repair buffer | 227 | 1890 |
==> routing by layer <==
metal / GRT usage (%) / vias up / wire [µm]
met4: 9.38 / 4 / 1310
met5: 0 / - / 23
li1: - / 3099 / -
met2: 49.6 / 432 / 16800
met1: 49.9 / 3739 / 12300
met3: 19.5 / 81 / 4960
==> stage by stage <==
step	instance area, µm²	cells
floorplan	12000	611
global placement	13800	1088
detailed placement	13800	1088
CTS	15100	1156
global route	15200	1162
finish	15200	1162
No activity file was given, so power comes from the tool's default toggle rates.
